<file path="flow/config.mk">
export PLATFORM = sky130hd
export DESIGN_NAME = lab8_top
export DESIGN_NICKNAME = lab8_top
export VERILOG_FILES = /design/flow/design.v
export SDC_FILE = /design/flow/constraint.sdc
export NUM_CORES = 4
export LEC_CHECK = 1
export CORE_UTILIZATION = 50
</file>
<file path="flow/constraint.sdc">
current_design lab8_top

set clk_period 194.6
set clk_io_pct 0.2

create_clock -name clk0 -period $clk_period [get_ports {clk}]

set non_clock_inputs [all_inputs -no_clocks]
set_input_delay [expr $clk_period * $clk_io_pct] -clock clk0 $non_clock_inputs
set_output_delay [expr $clk_period * $clk_io_pct] -clock clk0 [all_outputs]
</file>
<file path="flow/design.v">
`timescale 1ns / 1ps
module Mux(
    input clk,
    output reg [7:0]seg_out,
    output reg [3:0]anode,
    input [7:0]seg_out_1,
    input [7:0]seg_out_2,
    input [7:0]seg_out_3,
    input [7:0]seg_out_4
    );
    reg [1:0]counter;
always@(posedge clk)
begin
counter = counter + 1;
end
always@(*)
begin
case(counter)
2'b00:
begin
seg_out = seg_out_1;
anode = 4'b1110;
end
2'b01:
begin
seg_out = seg_out_2;
anode = 4'b1101;
end
2'b10:
begin
seg_out = seg_out_3;
anode = 4'b1011;
end
2'b11:
begin
seg_out = seg_out_4;
anode = 4'b0111;
end
endcase
end
endmodule
`timescale 1ns / 1ps
module clock_divider (cout, cin);
input cin;
output cout;
integer count0;
integer count1;
integer count2;
integer count3;
reg d;
parameter timeconst= 60;
reg cout;
initial begin
count0=0;
count1=0;
count2=0;
count3=0;
d = 0;
end
always @ (posedge cin )
begin
count0 <= (count0 + 1); if
((count0 == timeconst))
begin
count0 <= 0;
count1 <= (count1 + 1);
end
else if ((count1 == timeconst))
begin
count1 <= 0;
count2 <= (count2 + 1);
end
else if ((count2 == timeconst))
begin
count2 <= 0;
count3 <= (count3 + 1);
end
else if ((count3 == timeconst))
begin
count3 <= 0;
d <= ~ (d);
end
cout <= d;
end  
endmodule
`timescale 1ns / 1ps
module lab8_top(
 output [7:0] q,
 output [7:0] seg_out,
 output [3:0] anode,
 input clk,
 input BNT,
 input [15:0] SW,
 output [15:0]Xout,
 output [15:0]Yout
 );
reg signed [15:0]X,Y;
reg signed [15:0] tan_rom [15:0];
reg signed [15:0]Z;
reg sign;
wire [7:0]out_seg_1;
wire [7:0]out_seg_2;
wire [7:0]out_seg_3;
wire [7:0]out_seg_4;
wire cout;
wire cout2;
wire carry;
wire sum;
integer i;
integer j;
clock_divider CDIV (cout, clk);
clock_divider #(.timeconst(15)) CDIV2 (cout2, clk);
initial
begin
X = 16'b0010011100001001;
Y = 16'b0000000000000000;
tan_rom[0] = 16'b0011001001000011;
tan_rom[1] = 16'b0001110110101100;
tan_rom[2] = 16'b0000111110101101;
tan_rom[3] = 16'b0000011111110101;
tan_rom[4] = 16'b0000001111111110;
tan_rom[5] = 16'b0000000111111111;
tan_rom[6] = 16'b0000000011111111;
tan_rom[7] = 16'b0000000001111111;
tan_rom[8] = 16'b0000000000111111;
tan_rom[9] = 16'b0000000000011111;
tan_rom[10] = 16'b0000000000001111;
tan_rom[11] = 16'b0000000000000111;
tan_rom[12] = 16'b0000000000000011;
tan_rom[13] = 16'b0000000000000001;
tan_rom[14] = 16'b0000000000000000;
tan_rom[15] = 16'b0000000000000000;
end
reg signed[15:0] x_shift;
reg signed[15:0] y_shift;
reg tempsum;
reg tempcout;
reg cin;
reg cinx;
always@(SW)
begin
Z = SW;
X = 16'b0010011100001001;
Y = 16'b0000000000000000;
for(i = 0; i<=15; i = i + 1)
begin
x_shift = X >>> i;
y_shift = Y >>> i;
sign = Z[15];
if (sign == 0)
begin
Z = Z - tan_rom[i];
X = X - y_shift;
Y = Y + x_shift;
end
else
begin
Z = Z + tan_rom[i];
X = X + y_shift;
Y = Y - x_shift;
end
end
end
 seven_seg SSEG1(X[3:0], out_seg_1);
 seven_seg SSEG2(X[7:4], out_seg_2);
 seven_seg SSEG3(X[11:8], out_seg_3);
 seven_seg SSEG4(X[15:12], out_seg_4);
assign Xout = X;
assign Yout = Y;
Mux MUX1(cout2,seg_out,anode,out_seg_4,out_seg_3,out_seg_2,out_seg_1);
endmodule
`timescale 1ns / 1ps
module seven_seg(
    input [3:0] seg_in,
    output reg [7:0] seg_out
    );
    always@(*) begin
    case(seg_in)
    4'b0000: seg_out <= 8'b00000011; 
    4'b0001: seg_out <= 8'b10011111;
    4'b0010: seg_out <= 8'b00100101;
    4'b0011: seg_out <= 8'b00001101;
    4'b0100: seg_out <= 8'b10011001;
    4'b0101: seg_out <= 8'b01001001;
    4'b0110: seg_out <= 8'b01000001;
    4'b0111: seg_out <= 8'b00011111;
    4'b1000: seg_out <= 8'b00000001;   
    4'b1001: seg_out <= 8'b00001001;
    4'b1010: seg_out <= 8'b00010001; 
    4'b1011: seg_out <= 8'b11000001; 
    4'b1100: seg_out <= 8'b01100011; 
    4'b1101: seg_out <= 8'b10000101; 
    4'b1110: seg_out <= 8'b01100001; 
    4'b1111: seg_out <= 8'b01110001; 
    default: seg_out <= 8'b00000011;
    endcase
    end
endmodule
</file>
<file path="flow/run.sh">
#!/bin/bash
# OpenROAD 26Q1-2900-gdf79404cd8, Yosys 0.63+post, stock flow scripts
make -C /OpenROAD-flow-scripts/flow DESIGN_CONFIG=/design/flow/config.mk WORK_HOME=/design/flow/orfs finish
</file>
==> Slide: Implementation Results <==
Physical Implementation Snapshot

Run status
  • Status: finished, final reports clean

Placement
  • Gpl congestion: between 0.9 and 1
  • I/O Buffers: a little under 60
  • DP HPWL: 67,760 µm
  • Dpl cells: between 5k and 6k

Clock tree
  • Clk latency late pin: just over 0.4 ns
  • TritonCTS Buffers: 17
  • Maximum clock insertion buffer count: 2
  • Clock transition at the registers of the reported paths: 0.06 ns
  • Root Buffer: clkbuf_16
  • CTS H-tree lvls: 4
  • CTS tree: built
  • Post-CTS Setup Bufs: 0
  • Post-CTS Hold Buffers: 0
  • Post-CTS sizing: 0

Logic synthesis
  • Syn Inst Count: roughly 4.8k
  • Top FF cell, synth: edfxtp_1
  • Mapped Area: 37,230 µm²
  • Cell count listed in synth_stat.txt: between 4k and 5k
  • Number of enable flip-flop cells: 97
  • Post-synth ARST share: 0%
  • Distinct cells, synth: 107
  • Mean Syn Cell Area: 7.716 µm²
  • Ys flops: roughly 130
  • Seq share, synth: 9.706%
  • YS warnings: 13
  • Yosys chip area: between 30,000 and 40,000 µm²

Global route
  • Pin count of the biggest net entering global routing: 39
  • Global-route usage over all layers: 21.88%
  • First-pass GRT wire length: ~140,000 µm
  • GRT Residual Overflow: 0
  • Antenna violations before repair: 0
  • Vias in the first global route: between 20k and 30k

Job
  • MaxCap Viol Count: 0
  • Tool warnings: roughly 73

Hold path
  • Hold Startpoint: CDIV2.d
  • Hold WC Path Type: reg2reg

STA
  • Worst hold margin: about 0.38 ns
  • Final Hold Violating Endpoints: 0
  • Worst rel slew slack: roughly 44%
  • Worst slew pin tran: 0.8359 ns
  • TNS Setup: 0 ns
  • Post-route minimum period: 132.10 ns
  • Final setup violation count: 0
  • Worst Skew: between 0.007 and 0.008 ns
  • Fin. max-slew vios: 0
  • Count of unclocked register or latch pins: 2
  • Cycle use final: between 60% and 70%
  • Endpoints left unconstrained: 6
  • Fmax: 0.007570 GHz
  • Setup repair after global routing missed its margin: no

Floorplanning
  • Num ports: about 70
  • Core Region: around 73,000 µm²
  • Die Wd: about 270 µm
  • Chip height: between 200 and 300 µm
  • Chip footprint: between 70,000 and 80,000 µm²
  • Num rows: slightly below 100
  • Fp util: between 50 and 60%

Finish
  • Share of layout cells above drive strength 1: 3.193%
  • Dominant logic cell types in the final layout: ha_1, a21oi_1, xnor2_1
  • Non-filler cells, final: just under 6k
  • Synth-to-layout area growth: 6.496%
  • Dominant logic cell type in the layout: ha_1
  • Fillers: about 7k

Setup path
  • WS Path Type: in2out
  • Worst Setup Start Kind: primary input
  • Worst R2R Start: CDIV2.count0[0]
  • Crit. Startpoint: SW[15]
  • Reg2reg setup slack: about 190 ns
  • Crit path max fanout: 31
  • Top cell by count, worst path: a21oi_1
  • CP max stage cell: inv_1
  • CP max stage delay: around 0.75 ns
  • Crit path arrival time: approximately 93 ns
  • R2R depth: 7
  • R2R Path End: CDIV2.count3[26]
  • CP Data Required Time: roughly 160 ns
  • CP endpoint kind: output port
  • Crit path capture: seg_out[4]

Route
  • Iter 0 DRT Violations: roughly 1.3k
  • DR DRC count: 0
  • Diodes inserted: 0
  • ANT nets after route: 0
  • Drt via density: about 5.4
  • Routed via count: 31.64k
  • Wire per inst: 13.77 µm
  • Routed WL: a little over 80,000 µm
  • Drt first pass iters: 6
[synth_stat cells, types with 7 or more instances]
| cell type | count | area (µm²) |
|---|---|---|
| nand3_1 | 97 | 485.5 |
| a211oi_1 | 18 | 135.1 |
| xnor2_1 | 459 | 4020 |
| buf_1 | 7 | 26.28 |
| nor2b_1 | 52 | 325.3 |
| nand2b_1 | 58 | 362.9 |
| nand2_1 | 300 | 1126 |
| or2_2 | 12 | 75.07 |
| a21oi_1 | 468 | 2342 |
| o2111ai_1 | 9 | 78.83 |
| and3_1 | 46 | 287.8 |
| buf_2 | 7 | 35.03 |
| and2_1 | 23 | 143.9 |
| mux2_2 | 11 | 123.9 |
| buf_4 | 11 | 82.58 |
| o211ai_1 | 13 | 97.59 |
| inv_1 | 405 | 1520 |
| or4_1 | 10 | 75.07 |
| and4_1 | 10 | 87.58 |
| dfxtp_1 | 35 | 700.7 |
| nor3_1 | 62 | 310.3 |
| o21bai_1 | 180 | 1351 |
| o31ai_1 | 19 | 142.6 |
| nor3b_1 | 10 | 75.07 |
| o21a_1 | 49 | 367.9 |
| edfxtp_1 | 97 | 2913 |
| or3_1 | 33 | 206.5 |
| nor4_1 | 43 | 269.0 |
| mux2i_1 | 40 | 400.4 |
| a31oi_1 | 34 | 212.7 |
| o21ai_1 | 7 | 35.03 |
| o21ai_0 | 257 | 1286 |
| o22ai_1 | 7 | 43.79 |
| clkbuf_1 | 57 | 214.0 |
| nor2_1 | 445 | 1670 |
| nand4_1 | 32 | 200.2 |
| xnor2_2 | 7 | 113.9 |
| nand4b_1 | 7 | 61.31 |
| fa_1 | 30 | 600.6 |
| xor2_1 | 302 | 2645 |
| a211o_1 | 7 | 61.31 |
| a21o_1 | 176 | 1321 |
| a21boi_0 | 20 | 150.1 |
| ha_1 | 706 | 8833 |
[how the worst min path moves through the flow]
stage / end / slack (ns) / depth (start not counted)
5_1_grt: CDIV2.cout / 0.41 / 0
4_1_cts: CDIV2.cout / 0.38 / 0
6_report: CDIV2.cout / 0.38 / 0
[metrics by stage]
stage	cell area [µm²]	util [%]	setup WS (ns)
CTS	39650	54.07	62.18
detailed placement	39030	53.22	62.48
floorplan	37260	-	68.37
global route	39650	54.07	56.63
global placement	39030	53.22	62.54
finish	39650	54.07	62.50
[area by class of cell]
type	count	area, µm²	share of cell area [%]
clock buffers	19	475.5	1.199
clock inverters	13	142.6	0.3598
inverters	414	1554	3.919
multi-input cells	4204	31740	80.06
flip-flops and latches	132	3613	9.114
well taps	959	1200	3.026
repair buffers	103	920.9	2.323
[flip-flops by register name, summed over array words and instances (netlist names)]
register and flops:
CDIV2.d 1, CDIV2.cout 1, CDIV2.count1 32, CDIV2.count2 32, CDIV2.count3 32, MUX1.counter 2
CDIV2.count0 32
[kinds of logic (layout without fill, tap and decap cells)]
kind of cell / count (synthesis) / count (layout) / synth area share [%]
AND-OR/OR-AND: 1354 / 1354 / 22.93
AND/OR/NAND/NOR: 1264 / 1264 / 16.00
XOR/XNOR: 782 / 782 / 19.06
adder cells (fa/ha/maj): 738 / 738 / 25.39
buffers and inverters: 496 / 549 / 5.135
flip-flops: 132 / 132 / 9.706
multiplexers: 57 / 57 / 1.751
other: 2 / 9 / 0.02017
[per-layer routing]
layer  track usage (%)  wire (µm)  part of all wire (%)
met5                 0          0                     0
met1             34.36      42860                    53
met3             1.158       1831                   2.3
met2             35.11      35320                    44
met4             1.279        440                  0.55
[critical path: cells and delay by family]
family          cells  cell delay [ns]
compound gates    163            29.48
xor+xnor           13             4.94
fa+ha+maj          20             6.73
buf+inv            22             6.32
mux                 3             1.21
simple gates       33             5.50
