==> design.v <==
`timescale 1ns / 1ps
module Mux(
    input clk,
    output reg [7:0]seg_out,
    output reg [3:0]anode,
    input [7:0]seg_out_1,
    input [7:0]seg_out_2,
    input [7:0]seg_out_3,
    input [7:0]seg_out_4
    );
    reg [1:0]counter;
always@(posedge clk)
begin
counter = counter + 1;
end
always@(*)
begin
case(counter)
2'b00:
begin
seg_out = seg_out_1;
anode = 4'b1110;
end
2'b01:
begin
seg_out = seg_out_2;
anode = 4'b1101;
end
2'b10:
begin
seg_out = seg_out_3;
anode = 4'b1011;
end
2'b11:
begin
seg_out = seg_out_4;
anode = 4'b0111;
end
endcase
end
endmodule
`timescale 1ns / 1ps
module clock_divider (cout, cin);
input cin;
output cout;
integer count0;
integer count1;
integer count2;
integer count3;
reg d;
parameter timeconst= 60;
reg cout;
initial begin
count0=0;
count1=0;
count2=0;
count3=0;
d = 0;
end
always @ (posedge cin )
begin
count0 <= (count0 + 1); if
((count0 == timeconst))
begin
count0 <= 0;
count1 <= (count1 + 1);
end
else if ((count1 == timeconst))
begin
count1 <= 0;
count2 <= (count2 + 1);
end
else if ((count2 == timeconst))
begin
count2 <= 0;
count3 <= (count3 + 1);
end
else if ((count3 == timeconst))
begin
count3 <= 0;
d <= ~ (d);
end
cout <= d;
end  
endmodule
`timescale 1ns / 1ps
module lab6_top(
 output [7:0] q,
 output [7:0] seg_out,
 output [3:0] anode,
 input clk,
 input [2:0] BNT,
 input [7:0] SW
 );
parameter RST = 3'b010;
parameter MOD = 3'b110;
parameter STR = 3'b111;
reg [7:0]dispout_0;
reg [7:0]dispout_1;
reg [7:0]dispout_2;
reg [7:0]dispout_3;
reg [7:0]memory[19:0];
reg [4:0]dispindex;
reg [4:0]modindex;
reg [4:0]timer;
integer xi;
integer xj;
clock_divider CDIV (cout, clk);
clock_divider #(.timeconst(15)) CDIV2 (cout2, clk);
initial
begin
dispindex = 0;
modindex = 0;
timer = 0;
for(xi = 0; xi<20; xi = xi+1)
begin
memory[xi] = 8'b11111111;
end
end
always@(posedge cout)
begin
case(BNT)
RST:
begin
modindex = 0;
dispindex = 0;
for(xi = 0; xi<20; xi = xi+1)
begin
memory[xi] = 8'b11111111;
end
end
MOD:
begin
dispout_3 = 8'b11100011;  
dispout_2 = 8'b11111111;
dispout_1 = 8'b11111111;
dispout_0 = SW;
end
STR:
begin
if (memory[modindex-1] != SW)
begin
memory[modindex] = SW;
modindex = modindex + 1;
dispout_3 = 8'b00000011;  
dispout_2 = 8'b11111111;
dispout_1 = 8'b11111111;
dispout_0 = memory[modindex-1];
end
end
3'b000:
begin
if (timer>=10)
    begin
    if (dispindex >= modindex)
        begin
        dispindex = 0;
        end
    dispout_3 = memory[dispindex+3];
    dispout_2 = memory[dispindex+2];
    dispout_1 = memory[dispindex+1];
    dispout_0 = memory[dispindex];
    dispindex = dispindex + 1;
        timer = 0;
    end
timer = timer + 1;
end
default:  
begin
if (timer >= 10)
begin
if (dispindex >= modindex)
begin
dispindex = 0;
end
dispout_3 = memory[dispindex+3];
dispout_2 = memory[dispindex+2];
dispout_1 = memory[dispindex+1];
dispout_0 = memory[dispindex];
dispindex = dispindex + 1;
timer = 0;
end
timer = timer + 1;
end
endcase
end
Mux MUX1(cout2,seg_out,anode,dispout_0,dispout_1,dispout_2,dispout_3);
endmodule
==> run.sh <==
#!/bin/bash
# OpenROAD 26Q1-2900-gdf79404cd8, Yosys 0.63+post, stock flow scripts
make -C /OpenROAD-flow-scripts/flow DESIGN_CONFIG=/design/flow/config.mk WORK_HOME=/design/flow/orfs finish
==> config.mk <==
export PLATFORM = sky130hd
export DESIGN_NAME = lab6_top
export DESIGN_NICKNAME = lab6_top
export VERILOG_FILES = /design/flow/design.v
export SDC_FILE = /design/flow/constraint.sdc
export NUM_CORES = 4
export LEC_CHECK = 1
export CORE_UTILIZATION = 40
==> constraint.sdc <==
current_design lab6_top

set clk_period 7.3
set clk_io_pct 0.2

create_clock -name clk0 -period $clk_period [get_ports {clk}]

set non_clock_inputs [all_inputs -no_clocks]
set_input_delay [expr $clk_period * $clk_io_pct] -clock clk0 $non_clock_inputs
set_output_delay [expr $clk_period * $clk_io_pct] -clock clk0 [all_outputs]
==> impl_metrics.json <==
{
  "fmax_ghz": 0.326,
  "worst_slack_ns": 4.23,
  "cts_max_path_buffers": 3,
  "dpl.cell_count": 4118,
  "cts_tree": "built",
  "warnings": 41,
  "seq_area_frac_synth": 0.442,
  "hpwl_um": 96500,
  "synthAoiAreaFrac": 0.179,
  "gp_congestion": 1.07,
  "cts_max_level": 1,
  "critPathMaxFanout": 34,
  "finalSetupTns_ns": 0,
  "leakagePower_nw": 11.5,
  "setup_violations": 0,
  "vdd_drop_max_mv": 0.189,
  "wl_per_cell_um": 33.1,
  "maxSlewHeadroom": 0.370,
  "yosys_area_mm2": 0.0303,
  "yosysMostFrequentCell": "nand2_1",
  "p_sw_frac": 0.210,
  "largest_area_cell": "edfxtp_1",
  "ant_nets": 0,
  "adder_share": 0.0148,
  "die_y_um": 277,
  "drt_iter0_drc": 2826,
  "yosys_warnings": 15,
  "overflow": 0,
  "ys_sh_simple": 0.197,
  "synth-xor-area-share": 0.0710,
  "stdcell_area_mm2": 0.0330,
  "ys_types": 91,
  "clkSlewWorstSetupHoldPaths_ns": 0.06,
  "routed_wl_um": 138000,
  "layout.cells.non_filler": 4167,
  "ys_seq_elements": 469,
  "ys_cells": 3179,
  "worstSkewPairLatency_ns": 0.55,
  "grt_pass1_vias": 26300,
  "hold_ws_ns": 0.365,
  "untimed_endpoints": 427,
  "critPathCaptureType": "register",
  "cp.arrival_ns": 3.32,
  "min_period_ns": 3.07,
  "syn_area_mm2": 0.0303,
  "core_mm2": 0.0747,
  "cts_setup_buffers": 0,
  "place_area_mm2": 0.0321,
  "ys.flop_type": "edfxtp_1",
  "top_area_frac": 0.397,
  "top_cells_by_area": "edfxtp_1, mux2i_1, nand2_1",
  "antenna_found_initial": 5,
  "viasPerCell": 6.59,
  "fp-utilization": 0.406,
  "grt_start_max_net_pins": 82,
  "p_switching_mw": 0.662,
  "crit_required_ns": 7.55,
  "holdBufCountCts": 0,
  "combPwrFrac": 0.041,
  "hp-class": "register to register",
  "area_growth_pct": 8.82,
  "drive_gt1_frac": 0.0732,
  "synthMuxAreaShare": 0.0609,
  "drv_cap": 0,
  "vias": 27500,
  "chipWidth_um": 277,
  "die_area_mm2": 0.0770,
  "utilization": 0.442,
  "rows": 100,
  "min_period_over_period": 0.421,
  "remaining_drc_errors": 0,
  "status": "finished clean",
  "avgSynthCellArea_um2": 9.54,
  "unclocked_regs": 209,
  "final_max_slew_viol_count": 0,
  "critPathKind": "register to register",
  "synth-edff-count": 401,
  "seqPwrFrac": 0.507,
  "powerDensity_mw_per_mm2": 95.2,
  "dp_slack_ns": 4.22,
  "cts-root-buf": "clkbuf_16",
  "ys_top_cells_by_count": "nand2_1, edfxtp_1, nor2_1, mux2i_1, clkbuf_1",
  "hold_violations": 0,
  "fin_skew_ns": 0.0124,
  "netlist_instances": 3179,
  "internal_power_mw": 2.48,
  "cp-start-kind": "register",
  "drt_pass1_iterations": 9,
  "ys_async_sr_fraction": 0,
  "grt_pass1_wl_um": 194000,
  "rsz0062_at_grt": "no",
  "grt_usage": 0.374,
  "logic_family": "simple AND/OR/NAND/NOR gates",
  "worst_slew_pin_slew_ns": 0.945,
  "io_pins": 32,
  "cts_resized": 0,
  "clockPowerShare": 0.453,
  "power_mw": 3.14,
  "cts_buffers": 26,
  "port-buffer-count": 23
}
-- cells by family (layout without fill, tap and decap cells) --
family,count (synthesis),count (layout)
AND-OR/OR-AND,722,722
AND/OR/NAND/NOR,1257,1257
adder cells (fa/ha/maj),36,36
flip-flops,469,469
buffers and inverters,265,275
XOR/XNOR,245,245
multiplexers,184,184
other,1,10
-- layer usage --
layer | vias to the layer above | share of wire | global-route usage | wire length, µm
li1 | 12100 | - | - | -
met1 | 13300 | 0.38 | 0.507 | 52700
met2 | 1534 | 0.44 | 0.542 | 60500
met3 | 473 | 0.10 | 0.114 | 14000
met4 | 12 | 0.077 | 0.228 | 10700
met5 | - | 0.0011 | 0.00625 | 158
-- final timing paths --
kind              cells past startpoint              end           start  slack (ns)
hold reg to reg                       0        CDIV.cout          CDIV.d        0.37
setup / recovery                     11  CDIV.count3[15]  CDIV.count1[0]        4.23
setup reg to reg                     11  CDIV.count3[15]  CDIV.count1[0]        4.23
hold / removal                        0        CDIV.cout          CDIV.d        0.37
-- power by group through the flow --
stage / logic [mW] / clock network (mW) / registers, mW
after CTS: 0.125 / 1.47 / 1.59
after global routing: 0.133 / 1.53 / 1.59
final: 0.127 / 1.42 / 1.59
-- critical path: stages (launching register included) --
cell	delay, ns
edfxtp_1	0.48
inv_1	0.10
ha_1	0.15
nor4b_1	0.24
nand4_1	0.13
nand4b_1	0.20
or4_1	0.41
buf_4	0.26
nand2_1	0.10
buf_4	0.40
a21oi_4	0.03
buf_4	0.27
-- flip-flops by register name (all words and copies together), names as in the netlist --
signal,cells
CDIV2.count0,32
CDIV2.d,1
dispindex,5
modindex,5
CDIV.count0,32
CDIV.cout,1
CDIV.count3,32
CDIV2.cout,1
CDIV2.count1,32
CDIV.count1,32
CDIV.d,1
memory,160
dispout_1,8
MUX1.counter,2
CDIV2.count3,32
dispout_2,8
CDIV2.count2,32
dispout_3,8
dispout_0,8
timer,5
CDIV.count2,32
-- cell usage in the layout (no fill, tap or decap), types with 33 or more instances in the layout --
master	instances
nand3_1	143
a21oi_1	94
nand4_1	57
xor2_1	133
o22ai_1	90
xnor2_1	110
mux2i_1	180
nor2_1	317
dfxtp_1	67
a222oi_1	63
a22o_1	54
edfxtp_1	401
a221oi_1	62
or3_1	33
nor4_1	59
nor3_1	51
and3_1	60
nand2_1	404
o21ai_0	62
buf_4	131
a22oi_1	99
inv_1	68
-- area by class of cell --
| cell class | count | area, µm² |
|---|---|---|
| multi-input cells | 2453 | 16000 |
| diodes | 1 | 2.50 |
| clock buffers | 36 | 751 |
| fillers | 7124 | 41700 |
| flip-flops and latches | 469 | 13400 |
| inverters | 73 | 274 |
| repair buffers | 154 | 1210 |
| clock inverters | 12 | 173 |
| well taps | 969 | 1210 |
Power figures rest on the tool's default switching activity, not on a simulated workload.
