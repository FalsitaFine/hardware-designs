`/design/flow/run.sh`:
```
#!/bin/bash
# OpenROAD 26Q1-2900-gdf79404cd8, Yosys 0.63+post, stock flow scripts
make -C /OpenROAD-flow-scripts/flow DESIGN_CONFIG=/design/flow/config.mk WORK_HOME=/design/flow/orfs finish
```
`/design/flow/config.mk`:
```
export PLATFORM = sky130hd
export DESIGN_NAME = Carry_Lookahead_Adder
export DESIGN_NICKNAME = Carry_Lookahead_Adder
export VERILOG_FILES = /design/flow/design.v
export SDC_FILE = /design/flow/constraint.sdc
export NUM_CORES = 4
export LEC_CHECK = 1
export CORE_AREA = 10 10 70 70
export DIE_AREA = 0 0 80 80
```
`/design/flow/constraint.sdc`:
```
current_design Carry_Lookahead_Adder

set clk_period 2.2
set clk_io_pct 0.2

create_clock -name clk0 -period $clk_period

set non_clock_inputs [all_inputs -no_clocks]
set_input_delay [expr $clk_period * $clk_io_pct] -clock clk0 $non_clock_inputs
set_output_delay [expr $clk_period * $clk_io_pct] -clock clk0 [all_outputs]
```
`/design/flow/design.v`:
```
`timescale 1ns / 1ps
module Carry_Block_1(
    output Cout,
    input [5:0] p,
    input [5:0] g,
    input Cin
    );
	 assign Cout = g[0] | (p[0]&Cin);
endmodule
`timescale 1ns / 1ps
module Carry_Block_2(
    output Cout,
    input [5:0] p,
    input [5:0] g,
    input Cin
    );
	assign Cout = g[1] | (p[1]&g[0]) | (p[1]&p[0]&Cin);
endmodule
`timescale 1ns / 1ps
module Carry_Block_3(
    output Cout,
    input [5:0] p,
    input [5:0] g,
    input Cin
    );
	assign Cout = g[2] | (p[2]&g[1]) | (p[2]&p[1]&g[0]) | (p[2]&p[1]&p[0]&Cin);
endmodule
`timescale 1ns / 1ps
module Carry_Block_4(
    output Cout,
    input [5:0] p,
    input [5:0] g,
    input Cin
    );
assign Cout = g[3] | (p[3]&g[2]) | (p[3]&p[2]&g[1]) | (p[3]&p[2]&p[1]&g[0]) | (p[3]&p[2]&p[1]&p[0]&Cin);
endmodule
`timescale 1ns / 1ps
module Carry_Block_5(
    output Cout,
    input [5:0] p,
    input [5:0] g,
    input Cin
    );
assign Cout = g[4] | (p[4]&g[3])| (p[4]&p[3]&g[2]) | (p[4]&p[3]&p[2]&g[1]) | (p[4]&p[3]&p[2]&p[1]&g[0]) | (p[4]&p[3]&p[2]&p[1]&p[0]&Cin);
endmodule
`timescale 1ns / 1ps
module Carry_Block_6(
    output Cout,
    input [5:0] p,
    input [5:0] g,
    input Cin
    );
assign Cout = g[5] | (p[5]&g[4]) | (p[5]&p[4]&g[3])| (p[5]&p[4]&p[3]&g[2]) | (p[5]&p[4]&p[3]&p[2]&g[1]) | (p[5]&p[4]&p[3]&p[2]&p[1]&g[0]) |
(p[5]&p[4]&p[3]&p[2]&p[1]&p[0]&Cin);
endmodule
`timescale 1ns / 1ps
module Carry_Lookahead_Adder(
    input [5:0] A,
    input [5:0] B,
    output Cout,
    output [5:0] S,
    input Cin
    );
wire [5:0] P;  
wire [5:0] G;  
wire [5:0] C;  
PG_Block pgb(A,B,P,G);
Carry_Block_1 cb1(C[0],P,G,Cin);
Carry_Block_2 cb2(C[1],P,G,Cin);
Carry_Block_3 cb3(C[2],P,G,Cin);
Carry_Block_4 cb4(C[3],P,G,Cin);
Carry_Block_5 cb5(C[4],P,G,Cin);
Carry_Block_6 cb6(C[5],P,G,Cin);
assign S[0] = P[0] ^ Cin;
assign S[1] = P[1] ^ C[0];
assign S[2] = P[2] ^ C[1];
assign S[3] = P[3] ^ C[2];
assign S[4] = P[4] ^ C[3];
assign S[5] = P[5] ^ C[4];
assign Cout = C[5];
endmodule
`timescale 1ns / 1ps
module PG_Block(
    input [5:0] A,
    input [5:0] B,
    output [5:0] P,
    output [5:0] G
    );
assign P[0] = A[0] ^ B[0];
assign P[1] = A[1] ^ B[1];
assign P[2] = A[2] ^ B[2];
assign P[3] = A[3] ^ B[3];
assign P[4] = A[4] ^ B[4];
assign P[5] = A[5] ^ B[5];
assign G = A & B;
endmodule
```
==> flow_summary.ini <==
; yosys + openroad results
[power]
clkPwrFrac_pct = 0
ir_worst_vdd_mv = 0.117
internal-power_w = 0.000113
power_frac_comb_pct = 100.0
switching_share_pct = 37.5
p_switching_w = 0.0000680
power.density_nw_per_um2 = 265
leakage_nw = 0.300
pwr-share-seq_pct = 0

[synth]
top_area_cell = ha_1
synthCells = 36
syn_area_um2 = 300
synth_cell_types = 21
ys_warn_count = 0
area_leaders = ha_1, a2111oi_4, xnor2_1, inv_1, fa_1
avgSynthCellArea_um2 = 8.34
synth_top_area_share_pct = 25.0
ys_cells = 36
yosys_area_um2 = 300
yosysSeqAreaShare_pct = 0

[die]
core-area_um2 = 3420
fp.dieW_um = 80
fp_util_pct = 8.79
dieHeight_um = 80
die_area_um2 = 6400
fp-row-count = 21
ios = 20

[critical_path]
path_max_fanout = 6
cp.arrival_ns = 1.69
required_ns = 1.76
setup.worst_path.end_class = output pin
crit_start = A[3]
critPathLaunchType = input pin
critPathKind = input pin to output pin

[grt]
grt_max_degree = 7
grt_use_total_pct = 3.61
grt_pass1_wl_um = 1950
grt_antenna_before_repair = 0
first_global_vias = 406
grt.overflow.total = 0

[finish]
nFillCells = 386
instances_no_fill = 111
flops = 0
mostFrequentLayoutCell = buf_4
area_growth_pct = 127
drive_above_1_share_pct = 47.7
seqCellArea_um2 = 0
layout_top_cells = buf_4, inv_1, ha_4, clkbuf_2
clkbuf_count = 0

[job]
maxCapViolCount = 0
tool_warnings = 33

[timing]
finalHoldViolCount = 0
final_max_slew_viol_count = 0
rsz0062_at_grt = no
slew_headroom_pct = 83.0
post-route-period-util_pct = 96.9
hold_slack_ns = 1.37
worst_slew_pin_slew_ns = 0.255
post-route-min-period_ns = 2.13
fmax_mhz = 469
setup_viol_count_final = 0

[route]
drt-pass1-iter-count = 4
drt-wirelength-per-cell_um = 10.5
drc = 0
viasPerCell = 3.34
wirelength_um = 1170
antenna_left = 0
diodes = 0
vias = 371
drt_iter0_markers = 12

[hold_path]
min_delay_path_depth = 4
min_from = Cin
hold-path-endpoint = S[2]
holdCritPathClass = input pin to output pin

[placed_design]
gp_congestion = 0.791
port_buffers = 20
dp_cells = 108

[outcome]
status = completed
critical path: stages:
cell and delay, ns:
dlygate4sd2_1 0.26, ha_4 0.24, and3_4 0.19, a2111oi_4 0.29, xnor2_1 0.15, buf_2 0.12
cells by family after synthesis:
group | after synthesis | synth area share, %
and+or+nand+nor | 8 | 16.7
buffers and inverters | 6 | 7.50
xor gates and xnor gates | 3 | 8.75
AOI/OAI and AO/OA | 12 | 35.4
adders and majority gates | 7 | 31.7
metrics by stage:
step / setup TNS, ns / setup slack, ns / utilization, % / cell area (um2) / total power, W
finish: 0 / 0.0684 / 20.0 / 683 / 0.000181
global route: 0 / 0.00737 / 20.0 / 683 / 0.000201
CTS: -0.0259 / -0.0145 / 19.9 / 678 / 0.000176
detailed placement: -3.24 / -0.656 / 17.7 / 603 / 0.000165
global placement: -3.29 / -0.643 / 17.7 / 603 / 0.000165
floorplan: 0 / 0.313 / - / 300 / 0.0000667
timing repair:
action | CTS | global route
setup buffers | 2 | 1
pin swaps | 9 | 10
gates resized | 37 | 16
hold buffers | 0 | 0
cloned | 0 | 0
endpoints found under the setup margin | 7 | 6
cells in the mapped netlist, drive strengths merged:
library cell,n
fa,1
a2bb2oi,1
a211oi,1
a21o,1
o21ai,1
nand2,2
nand3,1
a211o,1
and3,2
a2111oi,1
o21a,1
o211ai,1
a21oi,3
ha,6
and4,1
inv,6
nor2,1
and2,1
o221a,1
xnor2,3
area by class of cell:
cell class | count | area, um2 | area share, %
repair buffers | 29 | 230 | 33.7
inverters | 6 | 22.5 | 3.30
multi-input cells | 30 | 373 | 54.6
well taps | 46 | 57.6 | 8.42
how the worst max path moves through the flow:
stage	end	depth (start not counted)
after CTS	S[5]	6
after global routing	S[4]	6
final	S[4]	6
metal layers:
layer / vias to the layer above / share of wire [%] / global-route usage (%)
li1: 191 / - / -
met1: 160 / 65 / 6.69
met2: 20 / 25 / 3.77
met3: 0 / 10 / 0.909
met4: 0 / 0 / 0
met5: - / 0 / 0
power groups by stage:
stage                 Sequential [W]  Clock (W)  Combinational (W)
after global routing               0          0           0.000201
after CTS                          0          0           0.000176
final                              0          0           0.000181
Power is estimated from default activity; no workload was simulated.
